### design/flow/config.mk
export PLATFORM = sky130hd
export DESIGN_NAME = timer
export DESIGN_NICKNAME = timer
export VERILOG_FILES = /design/flow/design.v
export SDC_FILE = /design/flow/constraint.sdc
export NUM_CORES = 4
export LEC_CHECK = 1
export CORE_AREA = 10 10 105 105
export DIE_AREA = 0 0 115 115
### design/flow/constraint.sdc
current_design timer

set clk_period 5.6
set clk_io_pct 0.2

create_clock -name clk0 -period $clk_period [get_ports {clk}]

set non_clock_inputs [all_inputs -no_clocks]
set_input_delay [expr $clk_period * $clk_io_pct] -clock clk0 $non_clock_inputs
set_output_delay [expr $clk_period * $clk_io_pct] -clock clk0 [all_outputs]
### design/flow/design.v
module timer(
	input wire clk,
	input wire [N-1:0] match,
	output reg signal = 1'd0
);
parameter N = 32;
reg [N-1:0] count = {N{1'd0}};
always @(posedge clk) begin
	if (count == match) begin
		count <= {N{1'd0}};
		signal <= 1;
	end else begin
		count <= count + 1;
		signal <= 0;
	end
end
endmodule
### design/flow/run.sh
#!/bin/bash
# OpenROAD 26Q1-2900-gdf79404cd8, Yosys 0.63+post, stock flow scripts
make -C /OpenROAD-flow-scripts/flow DESIGN_CONFIG=/design/flow/config.mk WORK_HOME=/design/flow/orfs finish
==> summary.txt <==
The flow completed. Placed instance count landed at 345. Overall via count from detail_route landed at 1779. Pre-placement core utilization landed at 23.1%.

Standard-cell row count landed at 34. Combinational cell fraction of total power landed at 7.6%. The pin closest to its max-slew limit shows a slew of 857 ps. Fraction of the cycle the final worst path needs landed at 56.1%.

Average wire per cell in the routed design landed at 15.2 µm. Instance count of the mapped netlist landed at 218. Tightest slew margin relative to the limit landed at 42.4%. The CTS log lists the clock sinks for this run as 33. Register share of total power landed at 45.8%. Aggregate global-route resource usage landed at 8.23%. Yosys-reported design area after synthesis landed at 2030 µm². The first global-routing pass estimated 8.96 mm of wire. Switching share of power landed at 20.6%.

TritonRoute reported its final design rule violation total as 0. Width of the chip landed at 115 µm. Initial antenna violation count landed at 0. Number of top-level design ports landed at 34.

The cell sitting at the root of the clock tree is a clkbuf_8. After layout, the minimum clock period comes to 3140 ps. The first TritonRoute pass finished after 4 iterations.

Maximum level of the CTS H-tree landed at 2. Sum of routed wire length over all layers landed at 5.36 mm. After its last routability iteration, the placer logged a weighted congestion of 0.845. The flow ran to the end, and the final reports show no timing, DRC or antenna violations.

Final antenna diode count landed at 0. Sequential cells were found to cover 32.6% of the synthesized design area. The number of hold buffers added after CTS was 0. The violation tally recorded at the end of detailed-routing iteration 0 is 184. Summed over its instances, the top area cell type makes up 32.6% of the synthesized netlist area. Maximum resistive drop on vdd landed at 0.0985 mV.

Timing-limited maximum frequency landed at 0.318 GHz. STA puts the critical path data required time at 5770 ps. Between the synthesized netlist and the finished layout, the area growth was recorded as 25.6%. Per the run summary, max-cap violations total 0. Number of nets with antenna violations after detailed routing landed at 0.

Per the TritonCTS log, the buffer count is 5. The warning tally printed by Yosys for this design is 1. Detailed placement finished with a half-perimeter wire length of 3.95 mm. The synthesized design spends more area on one cell type than any other, namely dfxtp_1. By area the synthesized netlist is led by dfxtp_1, xnor2_1, o31ai_1, nand4_1, a22oi_1.

Number of max-slew violations in the final report landed at 0. Vertical die dimension landed at 115 µm. Areal power density over the cells landed at 201 nW/µm². Net switching power landed at 106 µW. Core footprint landed at 8760 µm². The die covers 13200 µm². In the routed layout, each cell is associated on average with a via count of 5.04. The power report puts the leakage power at 0.815 nW.

Count of cells resized by post-cts repair landed at 0. Number of post-CTS setup repair buffers landed at 0. Summed negative setup slack over all endpoints landed at 0 ps. Insertion delay to the later sink of the worst-skew pair landed at 290 ps. The internal portion of the total power is 407 µW. Cell area after synthesis landed at 2030 µm².

The stage logs contain a warning count of 25. Clock tree skew after final layout landed at 4.01 ps. Per the final timing report, the hold violations number 0. The number of global-route vias before repair was 1741. A synthesized cell averages 9.30 µm². Final hold analysis gives a worst-case slack of 509 ps. The final report lists a non-filler cell total of 353.

STA classifies the critical path startpoint as an input pin. Clock-pin slew reported for the worst setup and hold paths after clock tree synthesis landed at 70 ps. Entering global routing, the biggest net connects 29 pins. The critical path maximum fanout is 20. The placement stage leaves a total instance area of 2430 µm². TritonCTS built the clock tree.

The clock passes through at most 2 buffers. The final report gives the standard cell area, fillers excluded, as 2550 µm². Per the Yosys statistics, synthesis produced 218 cells. After synthesis, the netlist uses 34 different library cells.

The critical path is of the in2reg type. Endpoint arrival time on the critical path landed at 3310 ps. Setup repair after global routing left no endpoint under its margin. Final count of negative-setup-slack endpoints landed at 0. Register bit count reported by yosys landed at 33.

Looking at the power breakdown, the clock network takes 46.6% of the total. Share of post-route cells with drive strength above 1 landed at 9.39%. STA reports the tightest min-delay check as being of type reg2reg.

Leftover overflow at the end of global routing landed at 0. STA classifies the critical path endpoint as a flip-flop. During placement, the flow inserted port buffers numbering 33.
==> layer usage <==
| layer | part of all wire (%) | track usage (%) |
|---|---|---|
| met5 | 0 | 0 |
| met4 | 1.6 | 1.16 |
| met3 | 5.1 | 1.53 |
| met2 | 43 | 12.0 |
| met1 | 50 | 12.6 |
==> synthesized netlist by cell type <==
master      n
a21boi_0    2
a21oi_1    10
a22oi_1    14
a22oi_2     4
a2bb2oi_1   2
and2_1      2
and3_1      4
and4_1      5
and4_4      1
buf_2      11
buf_4       3
buf_6       2
clkbuf_1    1
dfxtp_1    33
ha_1        1
inv_1       1
nand2_1     8
nand2_4     1
nand3_1    10
nand3_4     1
nand4_1    17
nand4_4     1
nor3_1      1
nor4_1      2
nor4_2      1
o21a_1      1
o21ai_0     3
o31a_1      1
o31ai_1    15
or3_1       3
or4_1      13
or4_4       2
xnor2_1    35
xor2_1      7
==> path summary, 6_finish.rpt <==
kind                            startpoint         to  slack (ps)  cells past startpoint
worst max-delay path             match[24]  count[30]        2460                      6
worst min-delay path              count[0]   count[0]         510                      1
worst max register to register   count[10]  count[30]        3340                      5
worst min register to register    count[0]   count[0]         510                      1
==> logic make-up after synthesis <==
logic type      count (synthesis)  share of synthesized area [%]
simple gates                   72                           24.6
xor+xnor                       42                           18.1
fa+ha+maj                       1                          0.617
buf+inv                        18                           5.30
compound gates                 52                           18.8
flops                          33                           32.6
==> power by group through the flow <==
stage | clock network, mW | logic [mW] | registers (mW)
after CTS | 0.241 | 0.0401 | 0.234
after global routing | 0.252 | 0.0420 | 0.234
final | 0.239 | 0.0392 | 0.234
==> critical path: stages <==
cell,delay [ps]
clkdlybuf4s50_1,430
xnor2_1,270
nand4_1,190
nor4_4,790
buf_4,380
a22oi_1,120
==> sequential cells by signal, summed over array words and instances (netlist names) <==
| signal | count |
|---|---|
| signal | 1 |
| count | 32 |
==> layout make-up <==
class | count | area (µm²)
well taps | 108 | 135
flip-flops and latches | 33 | 661
fillers | 925 | 6220
repair buffers | 36 | 353
inverters | 1 | 3.75
multi-input cells | 167 | 1270
clock buffers | 6 | 82.6
clock inverters | 2 | 37.5
==> per-stage QoR <==
stage | utilization (%) | setup WS, ps | total power [mW]
3_3_place_gp | 27.7 | 2190 | 0.280
2_1_floorplan | - | 3280 | 0.251
5_1_grt | 29.1 | 2340 | 0.528
4_1_cts | 29.1 | 2490 | 0.516
6_report | 29.1 | 2460 | 0.512
3_5_place_dp | 27.7 | 2190 | 0.280
==> layout by cell type (no fill, tap or decap), types with 2 or more instances in the layout <==
cell,count
a21boi_0,2
a21oi_1,10
a22oi_1,14
a22oi_2,4
a2bb2oi_1,2
and2_1,2
and3_1,4
and4_1,5
buf_4,3
clkbuf_8,6
clkdlybuf4s50_1,33
dfxtp_1,33
nand2_1,8
nand3_1,10
nand4_1,17
o21ai_0,3
o31ai_1,15
or3_1,3
or4_1,13
or4_4,2
xnor2_1,35
xor2_1,7
No activity file was given, so power comes from the tool's default toggle rates.
